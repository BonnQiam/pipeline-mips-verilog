==> flow/design.v <==
module IDEX(clock,
            iInstr,
            iRegWrite,iALUSrc,iMemRead,iMemWrite,iMemToReg,iBranch,iJump,
            iALUCtrl,
            iA,iB,
            iwriteRegWire,
            ioutSignEXT,iPC,iNPC1,
            oInstr,
            oRegWrite,oALUSrc,oMemRead,oMemWrite,oMemToReg,oBranch,oJump,
            oALUCtrl,
            oA,oB,
            owriteRegWire,
            ooutSignEXT,oPC,oNPC1,
            enable);
input [31:0] iInstr;
input clock,enable;
input iRegWrite,iALUSrc,iMemRead,iMemWrite,iMemToReg,iBranch,iJump;
input [31:0] iA,iB,ioutSignEXT,iPC,iNPC1;
input [3:0]  iALUCtrl;
input [4:0]  iwriteRegWire;
output [31:0] oInstr;
output oRegWrite,oALUSrc,oMemRead,oMemWrite,oMemToReg,oBranch,oJump;
output [31:0] oA,oB,ooutSignEXT,oPC,oNPC1;
output [3:0]  oALUCtrl;
output [4:0]  owriteRegWire;
reg [31:0] oInstr;
reg oRegWrite,oALUSrc,oMemRead,oMemWrite,oMemToReg,oBranch,oJump;
reg [31:0] oA,oB,ooutSignEXT,oPC,oNPC1;
reg [3:0]  oALUCtrl;
reg [4:0]  owriteRegWire;
initial begin
    oPC=32'b0;
end
always @(posedge clock)
begin
    if(enable)begin
        oInstr      <= iInstr;
        oRegWrite   <= iRegWrite;
        oALUSrc     <= iALUSrc;
        oMemRead    <= iMemRead;
        oMemWrite   <= iMemWrite;
        oMemToReg   <= iMemToReg;
        oBranch     <= iBranch;
        oJump       <= iJump;
        oPC         <= iPC;
        oA          <= iA;
        oB          <= iB;
        ooutSignEXT <= ioutSignEXT;
        oNPC1       <= iNPC1;
        oALUCtrl    <= iALUCtrl;
        owriteRegWire   <= iwriteRegWire;
    end
end
endmodule
==> flow/run.sh <==
#!/bin/bash
# OpenROAD 26Q1-2900-gdf79404cd8, Yosys 0.63+post, stock flow scripts
make -C /OpenROAD-flow-scripts/flow DESIGN_CONFIG=/design/flow/config.mk WORK_HOME=/design/flow/orfs finish
==> flow/config.mk <==
export PLATFORM = sky130hd
export DESIGN_NAME = IDEX
export DESIGN_NICKNAME = IDEX
export VERILOG_FILES = /design/flow/design.v
export SDC_FILE = /design/flow/constraint.sdc
export NUM_CORES = 4
export LEC_CHECK = 1
export CORE_AREA = 10 10 204 204
export DIE_AREA = 0 0 214 214
==> flow/constraint.sdc <==
current_design IDEX

set clk_period 1.0
set clk_io_pct 0.2

create_clock -name clk0 -period $clk_period [get_ports {clock}]

set non_clock_inputs [all_inputs -no_clocks]
set_input_delay [expr $clk_period * $clk_io_pct] -clock clk0 $non_clock_inputs
set_output_delay [expr $clk_period * $clk_io_pct] -clock clk0 [all_outputs]
==> results.rst <==
Synthesis and place-and-route
=============================

.. list-table::
   :header-rows: 1

   * - Metric
     - Value
   * - Run status
     - complete, but fails checks
   * - Violated checks
     - setup timing
   * - Footprint of the flip-flops and latches
     - 0.006246 mm2
   * - Maximum Capacitance Violations
     - 0
   * - WHS
     - 0.1467 ns
   * - Total tool warning count
     - 27
   * - Final antenna-violating net count
     - 0
   * - Buffers on Ports
     - 417
   * - Die span in x
     - 214 um
   * - Slew margin rel.
     - 0.7879
   * - Clock-pin slew on the worst setup and hold paths
     - 0.06 ns
   * - Post-CTS Setup Repair Bufs
     - 0
   * - Most frequent cells in the layout
     - sky130_fd_sc_hd__clkdlybuf4s50_1 (208), sky130_fd_sc_hd__edfxtp_1 (208), sky130_fd_sc_hd__buf_2 (207)
   * - Gr ovfl total
     - 0
   * - Placed cell area
     - 0.01126 mm2
   * - Final hold viol count
     - 0
   * - CTS max path bufs
     - 3
   * - Remaining DRCs
     - 0
   * - Cells after synthesis
     - 208
   * - Total track usage
     - 0.08794
   * - TritonCTS clock tree
     - built
   * - Shortest period the worst path allows
     - 1.248 ns
   * - Final setup TNS
     - -40.58 ns
   * - Number of levels the H-tree was split into
     - 1
   * - Global-route wire length before repair
     - 29550 um
   * - DR iter-0 viols
     - 117
   * - Multi-input combinational cell area
     - 0 um2
   * - Kind of end point of the critical path
     - primary output
   * - Chip area
     - 0.04580 mm2
   * - Chip height
     - 214 um
   * - Area Overhead vs Synth
     - 76.04%
   * - Count of multi-input gates
     - 0
   * - Final Core Density
     - 0.2940
   * - Wirelength, routed
     - 20370 um
   * - Pre-CTS setup slack
     - -0.08241 ns
   * - Clock root cell
     - sky130_fd_sc_hd__clkbuf_16
   * - Number of warnings printed during yosys synthesis
     - 1
   * - Tightest Pin Transition
     - 0.3182 ns
   * - Setup repair after global routing missed its margin
     - true
   * - Gp weighted congestion
     - 0.8058
   * - Final instance count without filler cells
     - 1199
   * - Vias
     - 3870
   * - Starting utilization of the core area
     - 0.1670
   * - Detailed-route vias per instance
     - 3.228
   * - Antenna violations before repair
     - 1
   * - Detailed-router iteration count before antenna repair
     - 4
   * - Leakage dissipation
     - 4.162 nW
   * - Kind of cell adding the most delay to the critical path
     - flip-flops
   * - Hold/Removal Path Class
     - input pin to register
   * - Placed Instances
     - 1156
   * - Number of inserted filler cells in the final layout
     - 3769
   * - Mapped Area
     - 0.006246 mm2
   * - Slack of the critical path
     - -0.2484 ns
   * - Worst-path cell with the longest stage delay
     - sky130_fd_sc_hd__edfxtp_1
   * - Maximum clock frequency
     - 801.0 MHz
   * - Max Slew Vio Count
     - 0
   * - Crit path max fanout
     - 1
   * - Number of different library cells in the post-synthesis netlist
     - 1
   * - Finished layout cell area
     - 0.01100 mm2
   * - CP Data Arrival Time
     - 1.05 ns
   * - Number of antenna repair diodes
     - 0
   * - # Cells Yosys
     - 208
   * - Share of layout cells above drive strength 1
     - 0.3823
   * - Share of the clock period used by the worst path after layout
     - 1.248
   * - Maximum resistive drop on vdd
     - 1.294 mV
   * - Sink Count
     - 208
   * - Row count
     - 71
   * - Via count of the first global-routing pass
     - 4254
   * - Yosys synthesis chip area
     - 0.006246 mm2
   * - Wire length per cell
     - 16.99 um
   * - Power per cell area
     - 1876 mW/mm2
   * - Sequential fraction of the synthesis area
     - 1.000
   * - Largest net degree at the start of global routing
     - 52
   * - Crit path kind
     - register to primary output
   * - Area of the core region
     - 0.03740 mm2
   * - I/O pins
     - 418
   * - Worst path bufs/invs
     - 1
   * - Worst path cell trace
     - buf_2
   * - Largest stage delay, worst path
     - 0.39 ns
   * - Total of flip-flops plus latches after synthesis
     - 208
   * - Type of element launching the critical path
     - register
   * - Setup-failing EPs final
     - 208
   * - Average cell area after synthesis
     - 30.03 um2
   * - Design Power
     - 20.63 mW
   * - HPWL Detailed
     - 16370 um
   * - Data required time of the critical path
     - 0.80 ns
   * - Number of buffers created by CTS
     - 24
[cells in the mapped netlist]
master / count / area, um2
sky130_fd_sc_hd__edfxtp_1: 208 / 6246
[logic make-up (layout without fill, tap and decap cells)]
group | count (synthesis) | in the layout | synth area share
flops | 208 | 208 | 1.000
buf+inv | 0 | 480 | 0
[cell type report]
class / instances / area share
clock buffers: 29 / 0.05826
clock inverters: 14 / 0.01149
flip-flops and latches: 208 / 0.5680
well taps: 511 / 0.05815
repair buffers: 437 / 0.3041
[worst paths after layout]
check | start | end | slack (ns) | depth (start not counted)
worst max-delay path | ooutSignEXT[6] | ooutSignEXT[6] | -0.25 | 1
worst min-delay path | enable | oB[8] | 0.15 | 2
[sequential cells by signal (all words and copies together), names as in the netlist, 4 cells and up]
signal	count
owriteRegWire	5
oA	32
oB	32
oInstr	32
ooutSignEXT	32
oNPC1	32
oPC	32
oALUCtrl	4
[metal layers]
layer  share of wire  wire, um  global-route usage
met5         0.00064        13                   0
met4           0.026       520             0.01976
met3            0.12      2488             0.04581
met2            0.48      9766              0.1413
met1            0.37      7583              0.1040
[what timing repair did]
item,in CTS,in global routing
gates cloned,0,0
hold buffers,0,0
resized,698,2
endpoints found under the setup margin,208,208
[power by group]
group | switching, mW | internal [mW] | leakage (nW) | total, mW
Clock | 3.37 | 5.07 | 0.370 | 8.45
Combinational | 0.493 | 1.19 | 1.76 | 1.68
Sequential | 0.145 | 10.4 | 2.04 | 10.5
Power and IR drop assume default switching activity.
