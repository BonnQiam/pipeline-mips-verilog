## flow/design.v

```verilog
module RegFile (clk, readreg1, readreg2, writereg, writedata, RegWrite, readdata1, readdata2);
  input [4:0] readreg1, readreg2, writereg;
  input [31:0] writedata;
  input clk, RegWrite;
  output [31:0] readdata1, readdata2;
  reg [31:0] regfile [31:0];
  integer i;
  initial begin
    for (i=1; i<32; i=i+1)   
    begin
          regfile[i]=i*10;
    end
  end
  always @(posedge clk)
  begin
	  if (RegWrite) 
	 	  regfile[writereg] <= writedata;
    regfile[0]=0;
  end
  assign readdata1 = regfile[readreg1];
  assign readdata2 = regfile[readreg2];
endmodule
```

## flow/run.sh

```bash
#!/bin/bash
# OpenROAD 26Q1-2900-gdf79404cd8, Yosys 0.63+post, stock flow scripts
make -C /OpenROAD-flow-scripts/flow DESIGN_CONFIG=/design/flow/config.mk WORK_HOME=/design/flow/orfs finish
```

## flow/config.mk

```make
export PLATFORM = sky130hd
export DESIGN_NAME = RegFile
export DESIGN_NICKNAME = RegFile
export VERILOG_FILES = /design/flow/design.v
export SDC_FILE = /design/flow/constraint.sdc
export NUM_CORES = 4
export LEC_CHECK = 1
export CORE_UTILIZATION = 30
```

## flow/constraint.sdc

```tcl
current_design RegFile

set clk_period 9.2
set clk_io_pct 0.2

create_clock -name clk0 -period $clk_period [get_ports {clk}]

set non_clock_inputs [all_inputs -no_clocks]
set_input_delay [expr $clk_period * $clk_io_pct] -clock clk0 $non_clock_inputs
set_output_delay [expr $clk_period * $clk_io_pct] -clock clk0 [all_outputs]
```

==> flow_summary.ini <==
; yosys + openroad results
[run_status]
status = finished, final reports clean

[route]
wl_mm = 146
dr.pass1.iters = 5
ant_nets = 0
first_iter_violations = 1723
drc = 0
vias = 26400
avgRoutedWirePerCell_um = 31.3
post_drt_via_cell_ratio = 5.64

[layout]
largest_register = regfile
fillers = 13900
logic_area_um2 = 15600
area_growth_pct = 15.2
largest_reg_flops = 992
drive_gt1_frac = 0.289
final_cells = 4684
lay_top_cells = 992 x edfxtp_1, 384 x mux4_2, 192 x a22o_1
register_area_um2 = 29800
lay_top_count = edfxtp_1
reg_top3 = regfile (992)
fin_area_um2 = 53100

[synth]
seq_area_frac_synth = 0.646
ys_types = 26
yosys_cells = 2447
syn_area_um2 = 46100
yosys_area_um2 = 46100
synthAdderAreaFrac = 0
synth.cellmix.compoundShare = 0.0730
ys_warn_count = 1
logic_family = multiplexers
simple_gate_area_frac = 0.0200
synth_top_area_share = 0.646
netlist_instances = 2447
ys_sh_mux = 0.238
synth_flops = 992
ys_sh_xor = 0
yosysTopAreaCell = edfxtp_1
topCellsByArea = edfxtp_1 65%, mux4_2 19%, a22o_1 3.6%, mux2i_1 3.5%, mux2_2 1.6%
avgSynthCellArea_um2 = 18.8

[global_routing]
track_usage = 0.202
grt_overflow = 0
grt_pass1_wl_mm = 208
antenna_found_initial = 7
first_global_vias = 29400
grt_max_degree = 91

[cts]
cts_buffers = 101
cts_num_sinks = 992
clkTransAtPathRegs_ns = 0.07
cts_hold_buf = 0
clockBufferDepth = 3
htreeDepth = 3
ctsResizeCount = 0
cts_root_buffer = clkbuf_16
cts_setup_buffers = 0
cts_tree = done

[floorplan]
core-area_um2 = 152000
num_io_pins = 113
rows = 143
initial_utilization = 0.303
die_area_um2 = 155000
die_h_um = 394
dieWidth_um = 394

[job]
maxCapViolations = 0
warnings = 25

[critical_path]
crit_path_end_kind = output pin
critPathSlowestCell = o31ai_1
arrival_ns = 5.34
cp_common_cell = buf_4
critPathMaxStageDelay_ns = 0.91
critPathLaunchType = input port
cp_max_fo = 24
crit_type = input port to output pin
crit_chain = buf_4, nor2b_4, buf_4, a22o_1, a211oi_1, o31ai_1, buf_4, clkdlybuf4s50_1
required_ns = 7.36

[sta]
setup_tns_ns = 0
worstMarginPinSlew_ns = 1.11
setup_viol = 0
rsz0062_at_grt = false
fmax_ghz = 0.139
drv_slew = 0
hold_viol_final = 0
relSlewSlack = 0.256
period_used_share = 0.780
period_minus_slack_ns = 7.18

[placed_design]
dpl-instance-area_um2 = 50000
placement.io_buffers = 112
post-dp-hpwl_mm = 84.4
dp.cells = 4505
gp_congestion = 0.882

[pwr]
power.density_nw_per_um2 = 186
peakVddDrop_uv = 145
p_leak_nw = 16.8

[hold_path]
hold_class = input port to register
## cells in the mapped netlist
| cell type | n |
|---|---|
| edfxtp_1 | 992 |
| mux4_2 | 384 |
| a22o_1 | 192 |
| mux2i_1 | 160 |
| clkbuf_1 | 117 |
| nand2_1 | 67 |
| a211oi_1 | 64 |
| mux2_2 | 64 |
| o21ai_1 | 64 |
| o22ai_1 | 64 |
| o31ai_1 | 64 |
| buf_2 | 46 |
| and2_1 | 34 |
| nor2_1 | 34 |
| and3_1 | 32 |
| buf_4 | 24 |
| buf_6 | 14 |
| buf_1 | 10 |
| nor2b_1 | 6 |
| nand3b_1 | 5 |
| or3b_2 | 3 |
| nand2b_1 | 2 |
| nand3_1 | 2 |
| inv_1 | 1 |
| inv_2 | 1 |
| or3_1 | 1 |
## worst paths after layout
kind	cells after the start	startpoint	slack (ns)	to
worst max-delay path	8	readreg1[1]	2.02	readdata1[1]
worst min-delay path	2	writedata[21]	1.96	regfile[7][21]$_DFFE_PP_
## metal layers
layer	vias up	global-route usage	routed length [um]
met5	-	0.00123	67
met4	10	0.0648	5990
met3	292	0.160	25900
met2	2023	0.309	69600
met1	13300	0.209	44900
li1	10800	-	-
## critical path, delay by kind of cell
kind            cells  cell delay (ns)
buf+inv             4             1.67
compound gates      3             1.20
simple gates        1             0.56
## kinds of logic (layout without fill, tap and decap cells)
family / after synthesis / after routing
other: 0 / 1
flip-flops: 992 / 992
buffers and inverters: 213 / 419
multiplexers: 608 / 608
AND/OR/NAND/NOR: 186 / 186
AND-OR/OR-AND: 448 / 448
## power by group
part           switching [mW]  internal, mW
Combinational           0.532         0.399
Sequential             0.0215          5.03
Clock                    1.73          2.17
Total                    2.28          7.60
## area by class of cell
cell class / count / area share
diodes: 1 / 0.0000471
clock buffers: 129 / 0.0500
multi-input cells: 1242 / 0.293
clock inverters: 49 / 0.00785
inverters: 2 / 0.000165
flip-flops and latches: 992 / 0.561
repair buffers: 239 / 0.0401
well taps: 2030 / 0.0478
## metrics by stage
step	utilization	power, mW	worst slack [ns]	hold slack, ns
after floorplan	-	5.66	4.03	1.94
after global placement	0.329	6.07	2.09	2.67
after global routing	0.349	10.2	1.96	1.97
after CTS	0.349	9.94	2.10	1.93
after detailed placement	0.329	6.07	2.10	2.68
final	0.349	9.88	2.02	1.96
Power figures rest on the tool's default switching activity, not on a simulated workload.
