### flow/design.v
module Controlstall(clk,op1,op2,op3,stall);
input [5:0]op1,op2,op3;
input clk;
output reg stall;
initial begin
    stall=1'b1; 
end
always @(posedge clk)begin
    if(op1==6'b000100 | op1==6'b000101 | op1==6'b000010)begin 
        stall=1'b0; 
    end
    if(op2==6'b000100 | op2==6'b000101 | op2==6'b000010)begin 
        stall=1'b0; 
    end
    if(op3==6'b000100 | op3==6'b000101 | op3==6'b000010)begin 
        stall=1'b0; 
    end
    else begin
        stall=1'b1; 
    end
end
endmodule
module nopSet(clk,
            s1, 
            s2, 
            oldF,oldD,
            newF,newD);
input clk,s1,s2;
input [31:0] oldF,oldD;
output reg[31:0]newD,newF;
initial begin
end
always @(posedge clk)begin
    if(s1==1'b0 && s2==1'b0)begin 
        newF=32'b0;
        newD=32'b0;
    end
    else if(s1==1'b0 && s2==1'b1)begin 
        newD=32'b0;
    end
    else if(s1==1'b1 && s2==1'b0)begin 
        newF=32'b0;
    end
    else 
    begin
        newD=oldD;
        newF=oldF;
    end
end
endmodule
### flow/constraint.sdc
current_design nopSet

set clk_period 1.0
set clk_io_pct 0.2

create_clock -name clk0 -period $clk_period [get_ports {clk}]

set non_clock_inputs [all_inputs -no_clocks]
set_input_delay [expr $clk_period * $clk_io_pct] -clock clk0 $non_clock_inputs
set_output_delay [expr $clk_period * $clk_io_pct] -clock clk0 [all_outputs]
### flow/config.mk
export PLATFORM = sky130hd
export DESIGN_NAME = nopSet
export DESIGN_NICKNAME = nopSet
export VERILOG_FILES = /design/flow/design.v
export SDC_FILE = /design/flow/constraint.sdc
export NUM_CORES = 4
export LEC_CHECK = 1
export CORE_UTILIZATION = 50
### flow/run.sh
#!/bin/bash
# OpenROAD 26Q1-2900-gdf79404cd8, Yosys 0.63+post, stock flow scripts
make -C /OpenROAD-flow-scripts/flow DESIGN_CONFIG=/design/flow/config.mk WORK_HOME=/design/flow/orfs finish
==> reports/results.txt <==
run status - finished, final reports clean
Core Util, Final - 78.6%
largest area contributor in the netlist - dfxtp_1
final slew viol count - 0
logic gate share of total power - 14.1%
final hold slack - 0.353 ns
area growth from synthesis to layout - 49.7%
Peak Freq - 1.03 GHz
setup TNS - 0 ns
clk buf depth - 2
final hold vios - 0
Slew HR - 83.4%
clock share of power - 36.0%
Cell area leaders - dfxtp_1 (51%), mux2i_1 (26%), nor2b_1 (16%)
Worst Path Arrival - 0.77 ns
Skew-Pair Late Insertion Delay - 0.32 ns
reg2reg start - newF[21]
FP Core Util - 52.5%
Post-Syn Area - 0.00249 mm^2
synthesized area per cell - 12.1 um^2
count of flip-flops with a built-in enable after synthesis - 0
buffer and inverter count on the worst path - 1
setup ws final - 0.0297 ns
delay-heaviest family, CP - flip-flops
max incr delay on CP - 0.32 ns
via count - 1898
crit path time final - 0.970 ns
Max VDD drop - 0.00103 V
Worst R2R Setup Slack - 0.25 ns
Switching Fraction - 22.2%
largest net degree at the start of global routing - 38
Worst Setup Start Kind - flip-flop
final count of negative-setup-slack endpoints - 0
fraction of registers with async set/reset - 0%
I/O pin count - 131
initial DRC count - 55
TritonCTS clock tree - built
Sequential Power Share - 50.0%
DP Area - 0.00378 mm^2
Registers, synthesis - 64
die width - 72.6 um
# rows - 25
area of the core - 0.00475 mm^2
ant diodes - 0
vias in the first global route - 1815
post-route cell area - 0.00374 mm^2
fill count - 329
top cells by count - dfxtp_1 (64), mux2i_1 (64), nor2b_1 (64), buf_12 (6), buf_2 (6)
Place WS - -0.00647 ns
Via-to-Cell Ratio - 4.62
OpenROAD warning count - 28
Cells after Synth - 206
crit-path cells - buf_2
yosys stat area - 0.00249 mm^2
Crit path required time - 0.80 ns
# H-tree levels - 3
register area share after synthesis - 51.4%
NetSw - 1.24 mW
hold path depth - 3
total grt overflow - 0
First-pass DRT Iterations - 3
CTS buffer count - 9
layout cells sized above 1 - 43.9%
Detail Placement HPWL - 3750 um
RSZ-0062 raised after global routing - true
first-pass GRT wire length - 8690 um
Routed WL - 5720 um
Dominant cell area share - 51.4%
skew final - 0 ns
Reg area - 0.00136 mm^2
worst hold endpoint - newD[10]
Placer Congestion - 0.762
Warnings, synthesis - 1
CP max FO - 2
R2R cell count - 2
FF-to-FF End - newF[21]
vertical die size - 72.6 um
final worst-path cycle share - 97.0%
GRT Overall Usage - 21.9%
CP max-delay cell - dfxtp_2
drt drc - 0
worst slew pin tran - 0.242 ns
Reg clk slew, reported paths - 0.07 ns
PortBufs - 130
WS Path Type - reg -> out
die footprint - 0.00528 mm^2
power density cells - 1500 mW/mm^2
Post-synth top flop - dfxtp_1
HP Start - s1
post-route ant nets - 0
Clock Tree Root - clkbuf_8
initial antenna violation count - 0
Leakage - 1.77 nW
HP Class - in -> reg
post-DR wirelength/cell - 13.9 um
internal power - 4.36 mW
ys cells - 206
max_cap viols - 0
Unique cell types - 6
area of the multi-input gates - 0.00104 mm^2
clock sinks - 64
Worst Setup End Kind - output port
power by group through the flow:
| stage | clock network, mW | logic (mW) | registers, mW |
|---|---|---|---|
| 6_report | 2.01 | 0.787 | 2.80 |
| 5_1_grt | 2.17 | 0.856 | 2.81 |
| 4_1_cts | 2.06 | 0.795 | 2.80 |
final cells by class:
| class | count | share of cell area [%] |
|---|---|---|
| Sequential cell | 64 | 36.4 |
| Timing Repair Buffer | 136 | 28.5 |
| Multi-Input combinational cell | 128 | 27.9 |
| Clock buffer | 13 | 4.52 |
| Tap cell | 67 | 2.24 |
| Clock inverter | 3 | 0.402 |
timing repair:
item,CTS,global route
resized,259,0
hold buffers,0,0
setup endpoints to repair,64,2
gates cloned,0,0
pin swaps,0,0
buffers inserted,1,0
worst max path at each step:
stage     cells past startpoint      from        to
5_1_grt                       1  newF[29]  newF[29]
6_report                      1  newF[29]  newF[29]
4_1_cts                       1  newF[29]  newF[29]
flip-flops by register name, indices dropped and copies added (netlist names):
register and flops:
newD 32, newF 32
routing by layer:
layer	vias to the layer above	part of all wire [%]	GRT usage (%)
li1	947	-	-
met1	856	46	33.2
met2	82	43	32.3
met3	13	9.1	6.16
met4	0	2.2	5.66
met5	-	0	0
cells by family after synthesis:
family	Yosys count	synth area share (%)
buffers and inverters	14	6.92
flip-flops	64	51.4
multiplexers	64	25.7
AND/OR/NAND/NOR	64	16.0
placed cells by master (no fill, tap or decap), drive strengths merged:
cell           instances
clkdlybuf4s50         64
dfxtp                 64
clkbuf                13
buf                   72
nor2b                 64
mux2i                 64
clkinv                 3
per-stage QoR:
stage	power (mW)	instances
finish	5.60	411
global route	5.84	411
CTS	5.65	411
detailed placement	3.74	394
global placement	3.72	394
floorplan	3.17	206
No activity file was given, so power comes from the tool's default toggle rates.
